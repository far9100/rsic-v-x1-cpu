### ./run.sh
#!/bin/bash
# OpenROAD 26Q1-2900-gdf79404cd8, Yosys 0.63+post, stock flow scripts
make -C /OpenROAD-flow-scripts/flow DESIGN_CONFIG=/design/flow/config.mk WORK_HOME=/design/flow/orfs finish
### ./config.mk
export PLATFORM = sky130hd
export DESIGN_NAME = hazard_detection_unit
export DESIGN_NICKNAME = hazard_detection_unit
export VERILOG_FILES = /design/flow/design.v
export SDC_FILE = /design/flow/constraint.sdc
export NUM_CORES = 4
export LEC_CHECK = 1
export CORE_AREA = 10 10 97 97
export DIE_AREA = 0 0 107 107
### ./constraint.sdc
current_design hazard_detection_unit

set clk_period 11.5
set clk_io_pct 0.2

create_clock -name clk0 -period $clk_period

set non_clock_inputs [all_inputs -no_clocks]
set_input_delay [expr $clk_period * $clk_io_pct] -clock clk0 $non_clock_inputs
set_output_delay [expr $clk_period * $clk_io_pct] -clock clk0 [all_outputs]
### ./design.v
`timescale 1ns / 1ps
module hazard_detection_unit (
    input  wire        clk,
    input  wire        rst_n,
    input  wire [31:0] if_pc_i,
    input  wire [4:0]  id_rs1_addr_i,
    input  wire [4:0]  id_rs2_addr_i,
    input  wire [6:0]  id_opcode_i,
    input  wire [2:0]  id_funct3_i,
    input  wire [4:0]  ex_rd_addr_i,
    input  wire        ex_mem_read_i,
    input  wire        ex_is_branch_i,
    input  wire        ex_is_jal_i,
    input  wire        ex_is_jalr_i,
    input  wire        ex_branch_taken_i,
    input  wire [31:0] ex_branch_target_i,
    input  wire [31:0] ex_pc_i,
    input  wire        mem_branch_taken_i,
    input  wire [31:0] mem_branch_target_i,
    input  wire [31:0] mem_pc_i,
    output reg         pc_write_en_o,         
    output reg         if_id_write_en_o,      
    output reg         if_id_flush_o,         
    output reg         id_ex_flush_o,         
    output reg         ex_mem_flush_o,        
    output reg [31:0]  branch_target_pc_o,    
    output reg         take_branch_o,         
    output wire        load_use_hazard_o      
);
    localparam [6:0] OPCODE_LOAD   = 7'b0000011;
    localparam [6:0] OPCODE_BRANCH = 7'b1100011;
    localparam [6:0] OPCODE_JALR   = 7'b1100111;
    localparam [6:0] OPCODE_JAL    = 7'b1101111;
    wire load_hazard_rs1 = (ex_mem_read_i && (ex_rd_addr_i != 5'b0) && (ex_rd_addr_i == id_rs1_addr_i));
    wire load_hazard_rs2 = (ex_mem_read_i && (ex_rd_addr_i != 5'b0) && (ex_rd_addr_i == id_rs2_addr_i));
    assign load_use_hazard_o = load_hazard_rs1 || load_hazard_rs2;
    wire is_branch_instruction = (id_opcode_i == OPCODE_BRANCH);
    wire is_jalr_instruction = (id_opcode_i == OPCODE_JALR);
    wire is_jal_instruction = (id_opcode_i == OPCODE_JAL);
    wire has_control_hazard = is_branch_instruction || is_jalr_instruction;
    reg branch_prediction;
    always @(*) begin
        if (is_jal_instruction) begin
            branch_prediction = 1'b1;  
        end else if (is_branch_instruction) begin
            branch_prediction = 1'b0;  
        end else begin
            branch_prediction = 1'b0;
        end
    end
    wire branch_misprediction = ex_is_branch_i && (ex_branch_taken_i != branch_prediction);
    wire jump_detected = ex_is_jal_i || ex_is_jalr_i;
    always @(*) begin
        pc_write_en_o = 1'b1;
        if_id_write_en_o = 1'b1;
        if_id_flush_o = 1'b0;
        id_ex_flush_o = 1'b0;
        ex_mem_flush_o = 1'b0;
        branch_target_pc_o = 32'b0;
        take_branch_o = 1'b0;
        if (load_use_hazard_o) begin
            pc_write_en_o = 1'b0;
            if_id_write_en_o = 1'b0;
            id_ex_flush_o = 1'b1;
        end
        else if (jump_detected || branch_misprediction || ex_branch_taken_i) begin
            if_id_flush_o = 1'b1;
            id_ex_flush_o = 1'b1;
            branch_target_pc_o = ex_branch_target_i;
            take_branch_o = 1'b1;
        end
        else if (mem_branch_taken_i) begin
            if_id_flush_o = 1'b1;
            id_ex_flush_o = 1'b1;
            ex_mem_flush_o = 1'b1;
            branch_target_pc_o = mem_branch_target_i;
            take_branch_o = 1'b1;
        end
    end
    reg [31:0] branch_count;
    reg [31:0] branch_correct;
    reg [31:0] branch_incorrect;
    always @(posedge clk or negedge rst_n) begin
        if (!rst_n) begin
            branch_count <= 32'b0;
            branch_correct <= 32'b0;
            branch_incorrect <= 32'b0;
        end else begin
            if (ex_is_branch_i) begin
                branch_count <= branch_count + 1;
                if (branch_misprediction) begin
                    branch_incorrect <= branch_incorrect + 1;
                end else begin
                    branch_correct <= branch_correct + 1;
                end
            end
        end
    end
endmodule 
==> impl_metrics.env <==
# yosys + openroad results
export IMPL_fin_ws_ns=4.37
export IMPL_yosys_area_sq_um=1010
export IMPL_grt_pass1_wl_um=8640
export IMPL_tns_ns=0
export IMPL_final_layout_size_suffix_gt1_frac=0.138
export IMPL_drc=0
export IMPL_io_buffer_count=131
export IMPL_die_area_sq_um=11400
export IMPL_rsz0062_at_grt="no"
export IMPL_status="complete, no violations"
export IMPL_min_period_over_period=0.620
export IMPL_diodes=0
export IMPL_track_usage=0.0910
export IMPL_grt_overflow_total=0
export IMPL_startpoint_type="primary input"
export IMPL_top_cell="nand2_1"
export IMPL_hpwl_um=4510
export IMPL_ys_top_cells_by_count="nand2_1 (36), nand3_1 (34), a22oi_2 (26)"
export IMPL_nFillCells=760
export IMPL_ctsHoldBuffers=0
export IMPL_ios=232
export IMPL_cts_resized=0
export IMPL_fmax_ghz=0.140
export IMPL_routed_via_density=4.16
export IMPL_p_leak_nw=0.856
export IMPL_vias=1499
export IMPL_critical_path_arrival_ns=4.83
export IMPL_clock_buffers=0
export IMPL_die_w_um=107
export IMPL_vdd_ir_drop_max_mv=0.0110
export IMPL_fp_util=0.138
export IMPL_yosysTopAreaCell="a22oi_2"
export IMPL_drv_slew=0
export IMPL_tightest_slew_ns=0.766
export IMPL_synthCells=144
export IMPL_netlist_area_sq_um=1010
export IMPL_ys_cells=144
export IMPL_min_path_type="primary input to output port"
export IMPL_setup_viol=0
export IMPL_rows=31
export IMPL_post_cts_buffers=0
export IMPL_ys_seq_share=0
export IMPL_flops=0
export IMPL_drt_wl_total_um=5610
export IMPL_fin_crit_ns=7.13
export IMPL_grt_pass1_vias=1543
export IMPL_place_ws_ns=4.34
export IMPL_ant_nets=0
export IMPL_grt_start_max_net_pins=38
export IMPL_top_area_frac=0.323
export IMPL_p_per_area_nw_per_um2=35.7
export IMPL_core_sq_um=7290
export IMPL_crit_path_end_kind="output port"
export IMPL_flop_area_sq_um=0
export IMPL_relSlewSlack=0.489
export IMPL_warnings=133
export IMPL_yosysWarnings=1
export IMPL_antenna_found_initial=0
export IMPL_drtIter0Drc=57
export IMPL_dieHeight_um=107
export IMPL_area_growth_pct=134
export IMPL_ys_types=23
export IMPL_place_congestion=0.829
export IMPL_max_cap_violations=0
export IMPL_firstDrtPassIters=4
export IMPL_cp_max_fo=22
export IMPL_avgSynthCellArea_sq_um=6.99
export IMPL_hold_violations=0
export IMPL_area_leaders="a22oi_2 (32%), nand3_1 (17%), nand2_1 (13%)"
export IMPL_criticalPathCategory="primary input to output port"
export IMPL_cp_required_ns=9.20
export IMPL_avgRoutedWirePerCell_um=15.6
-- worst max-delay path, cell delays in order --
cell             delay [ns]
clkdlybuf4s50_1        0.55
xnor2_1                0.13
nand3_1                0.14
o22ai_4                0.58
buf_4                  0.44
and2_2                 0.21
clkdlybuf4s50_1        0.47
-- metal layers --
layer | global-route usage | part of all wire | up-vias
met5 | 0 | 0 | -
met4 | 0 | 0 | 0
met3 | 0.0340 | 0.10 | 0
met2 | 0.156 | 0.45 | 79
met1 | 0.113 | 0.45 | 658
li1 | - | - | 762
-- cell type report --
type                       instances  area [sq um]  area share
multi-input combinational        125           880       0.374
timing repair buffer             136          1350       0.573
tap                               99           124      0.0527
-- through the flow --
step,power (W),cell area [sq um],util,hold WS (ns),cells
global placement,0.0000851,2350,0.323,5.52,360
finish,0.0000839,2350,0.323,5.51,360
floorplan,0.0000289,1010,-,4.67,144
global route,0.0000914,2350,0.323,5.54,360
CTS,0.0000857,2350,0.323,5.52,360
detailed placement,0.0000852,2350,0.323,5.51,360
-- final timing paths --
check / startpoint / to / slack (ns) / cells after the start
hold / removal: ex_branch_target_i[13] / branch_target_pc_o[13] / 5.51 / 4
setup / recovery: ex_rd_addr_i[0] / load_use_hazard_o / 4.37 / 7
-- power by group --
part	switching, W	total [W]	internal, W
combinational	0.0000275	0.0000839	0.0000564
clock	0	0	0
sequential	0	0	0
total	0.0000275	0.0000839	0.0000564
-- kinds of logic after synthesis --
| family | synth area share |
|---|---|
| simple gates | 0.342 |
| compound gates | 0.433 |
| buf+inv | 0.138 |
| xor+xnor | 0.0871 |
-- cells in the final DEF, fill, tap and decap left out, drive strengths merged --
cell	n
buf	5
nand2	36
xnor2	10
o21a	2
or4	1
o21ai	1
nor3	1
nor2	1
o22ai	1
clkdlybuf4s50	131
and2	1
a211o	1
a21oi	2
nand4b	1
nand4	1
a22oi	32
nand3	34
Power and IR drop assume default switching activity.
